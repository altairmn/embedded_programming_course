**design/flow/run.sh**
```bash
#!/bin/bash
# OpenROAD 26Q1-2900-gdf79404cd8, Yosys 0.63+post, stock flow scripts
make -C /OpenROAD-flow-scripts/flow DESIGN_CONFIG=/design/flow/config.mk WORK_HOME=/design/flow/orfs finish
```
**design/flow/config.mk**
```make
export PLATFORM = sky130hd
export DESIGN_NAME = top
export DESIGN_NICKNAME = top
export VERILOG_FILES = /design/flow/design.v
export SDC_FILE = /design/flow/constraint.sdc
export NUM_CORES = 4
export LEC_CHECK = 1
export CORE_AREA = 10 10 70 70
export DIE_AREA = 0 0 80 80
```
**design/flow/design.v**
```verilog
`timescale 1ns / 1ps
module counter8(
	input wire clk,
	input wire reset,
	output wire [3:0] count
	);
reg [3:0] counter_out;
initial counter_out = 4'b0000;
always@(posedge clk)
begin:COUNTER
	if(reset == 1'b1) begin
		counter_out = 4'b0000;
	end
	else begin
		counter_out = counter_out + 4'b0001;
	end
end
assign count = counter_out;
endmodule
`timescale 1ns / 1ps
module top(
	input enable,
	input reset,
	input clk,
	input [3:0] x,
	output [3:0] y
	);
wire [3:0] count;
counter8 cnt(clk, reset, count);
reg [3:0] out;
initial out = 4'b0000;
always@(posedge clk)
begin
	if(enable == 1'b1) begin
		if(count<3) begin
			out <= 0;
		end
		else if(count <=8) begin
			if(count%2 == 0)
				out <= x;
		end
	end
end
assign y = out;
endmodule
```
**design/flow/constraint.sdc**
```tcl
current_design top

set clk_period 2.8
set clk_io_pct 0.2

create_clock -name clk0 -period $clk_period [get_ports {clk}]

set non_clock_inputs [all_inputs -no_clocks]
set_input_delay [expr $clk_period * $clk_io_pct] -clock clk0 $non_clock_inputs
set_output_delay [expr $clk_period * $clk_io_pct] -clock clk0 [all_outputs]
```
==> impl_metrics.tcl <==
# implementation run metrics
set metrics [dict create \
    path_buffers 1 \
    synth.distinct_cells 14 \
    numCtsBuffers 3 \
    arrival_ns 1.04 \
    gr-usage-all-layers_pct 2.475 \
    yosysChipArea_sq_um 332.8 \
    worst_slew_pin_tran_ns 0.1810 \
    result_of_the_run "completed" \
    min_period_over_period_pct 57.11 \
    slew_viol_final 0 \
    dp_hpwl_um 552.4 \
    grt_first_pass_wirelength_um 1207 \
    timing.max_cap.violations 0 \
    die_width_um 80 \
    power.share.clock_pct 35.3 \
    worstSetupPathType "register to output port" \
    num-fill-cells 396 \
    n_antenna_cell 0 \
    syn2layout_area_growth_pct 55.26 \
    syn_area_sq_um 332.8 \
    die_height_um 80 \
    detail_route.drc_violations 0 \
    period_minus_slack_ns 1.599 \
    core-area_sq_um 3416 \
    total_power_mw 0.2659 \
    maxClockFrequency_mhz 625.4 \
    intPower_mw 0.2097 \
    switching_share_pct 21.12 \
    initial_antenna_violation_count 0 \
    layout-drive-gt1-share_pct 9.302 \
    num_io_pins 11 \
    final-hold-violation-count 0 \
    overall_via_count_from_detail_route 230 \
    first_global_vias 265 \
    worst_slew_margin_rel_pct 87.93 \
    cts_root_buffer "sky130_fd_sc_hd__clkbuf_4" \
    avgViaCountPerCell 2.584 \
    placement.io_buffers 10 \
    worst_path_max_delay_cell "sky130_fd_sc_hd__clkdlybuf4s50_1" \
    critical_path_peak_fanout 1 \
    postSynthCellCount 29 \
    crit_family "buffers and inverters" \
    regArea_sq_um 200.2 \
    logic_area_sq_um 125.1 \
    die-area_sq_um 6400 \
    cts_htree_levels 1 \
    detail_route.wirelength_um 701 \
    cp.required_ns 2.24 \
    power.switching_mw 0.05615 \
    grt_setup_unrepaired "no" \
    post_drt_wl_per_cell_um 7.876 \
    yosysWarnings 2 \
    share_comb_of_total_power_pct 13.0 \
    critical_path_cell_by_cell "clkdlybuf4s50_1" \
    finish_stage_setup_viols 0 \
    powerDensity_nw_per_um2 514.6 \
    openroad.warnings 26 \
    dr.pass1.iters 2 \
    clock_insertion_delay_at_the_later_pin_of_the_skew_report_ns 0.25 \
    yosys_register_bits 8 \
    worst_setup_path_start_kind "register" \
    grt_start_max_net_pins 7 \
    antenna_left 0 \
    drt_first_iter_violations 3 \
    core.rowCount 21 \
    floorplanUtilization_pct 9.744 \
    synth-seq-area-share_pct 60.15 \
    cts_tree "built" \
    power.leakage_nw 0.1829 \
    finClkSkew_ns 0.002447 \
    cts_num_sinks 8 \
    yosys_cells 29 \
    cpPeakStageDelay_ns 0.46 \
    crit_path_end_kind "output port" \
    hold_class "register to register" \
    clock_tree.buffer_depth 2 \
    globalRoute.totalOverflow 0 \
    gp_routability_congestion 0.7144 \
    final.setup.tns_ns 0 \
    postCtsResizedCells 0 \
    cts_setup_buffers 0 \
    sequentialPowerShare_pct 51.7 \
    cts_hold_buf 0 \
    irDropWorstVdd_v 0.0002817 \
    worst_setup_hold_path_clk_slew_ns 0.06 \
    syn-mean-instance-area_sq_um 11.48 \
]
==> worst paths after layout <==
kind / startpoint / to / slack [ns] / cells past startpoint
min reg2reg: cnt.counter_out[0] / cnt.counter_out[0] / 0.51 / 1
min: cnt.counter_out[0] / cnt.counter_out[0] / 0.51 / 1
max: out[3] / y[3] / 1.20 / 1
max reg2reg: cnt.counter_out[0] / out[1] / 1.32 / 4
==> per-layer routing <==
metal,part of all wire [%],track usage (%),vias up
met5,0,0,-
met4,0,0.3521,0
met3,14,2.045,0
met2,33,3.291,13
met1,53,3.063,95
li1,-,-,122
==> stage by stage <==
step | utilization [%] | std cells | worst slack, ns | instance area, sq um | hold slack, ns
floorplan | - | 29 | 1.404 | 332.8 | 0.4478
global placement | 14.36 | 85 | 1.245 | 490.5 | 0.4695
detailed placement | 14.36 | 85 | 1.239 | 490.5 | 0.4758
CTS | 15.13 | 89 | 1.182 | 516.7 | 0.5093
global route | 15.13 | 89 | 1.124 | 516.7 | 0.5420
finish | 15.13 | 89 | 1.201 | 516.7 | 0.5084
==> synth_stat cells, drive strengths merged <==
| cell type | n | share of area [%] |
|---|---|---|
| or2 | 1 | 1.9 |
| nand2b | 1 | 1.9 |
| nor2 | 5 | 6.4 |
| inv | 2 | 2.3 |
| xor2 | 1 | 2.6 |
| a21oi | 1 | 1.5 |
| nor2b | 5 | 9.4 |
| xnor2 | 1 | 2.6 |
| dfxtp | 4 | 24 |
| nand3 | 1 | 1.5 |
| o21a | 1 | 2.3 |
| edfxtp | 4 | 36 |
| ha | 2 | 7.5 |
==> layout make-up <==
class	instances	area share (%)
clock buffers	4	5.085
inverters	2	1.453
multi-input cells	19	24.21
flip-flops and latches	8	38.74
well taps	46	11.14
repair buffers	10	19.37
==> state kept, by name, indices dropped and copies added, names as in the netlist <==
name             count
out                  4
cnt.counter_out      4
==> kinds of logic (layout without fill, tap and decap cells) <==
family,after synthesis,after routing,share of synthesized area (%)
AND/OR/NAND/NOR,13,13,21.05
adder cells (fa/ha/maj),2,2,7.518
buffers and inverters,2,16,2.256
flip-flops,8,8,60.15
XOR/XNOR,2,2,5.264
AND-OR/OR-AND,2,2,3.759
==> placed cells by master, fill, tap and decap left out, drive strengths merged <==
master	instances
ha	2
clkdlybuf4s50	10
nand2b	1
dfxtp	4
o21a	1
a21oi	1
clkbuf	4
xnor2	1
nor2b	5
inv	2
nor2	5
xor2	1
or2	1
edfxtp	4
nand3	1
==> power groups by stage <==
stage | Combinational [mW] | Sequential, mW | Clock [mW]
final | 0.0345 | 0.137 | 0.0939
after global routing | 0.0400 | 0.139 | 0.106
after CTS | 0.0356 | 0.138 | 0.0981
Power is estimated from default activity; no workload was simulated.
